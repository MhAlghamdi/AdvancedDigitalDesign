### flow/config.mk
export PLATFORM = sky130hd
export DESIGN_NAME = pwm_top
export DESIGN_NICKNAME = pwm_top
export VERILOG_FILES = /design/flow/design.v
export SDC_FILE = /design/flow/constraint.sdc
export NUM_CORES = 4
export LEC_CHECK = 1
export CORE_AREA = 10 10 70 70
export DIE_AREA = 0 0 80 80
### flow/constraint.sdc
current_design pwm_top

set clk_period 1.8
set clk_io_pct 0.2

create_clock -name clk0 -period $clk_period [get_ports {clk}]

set non_clock_inputs [all_inputs -no_clocks]
set_input_delay [expr $clk_period * $clk_io_pct] -clock clk0 $non_clock_inputs
set_output_delay [expr $clk_period * $clk_io_pct] -clock clk0 [all_outputs]
### flow/design.v
`timescale 1ns / 1ps
module pwm_top(
	input wire clk, reset,
	input wire [3:0] duty_cycle,
	output pwm
	);
	wire new_clock;
	wire [3:0] count;
	freq_divider freq1 (
		.clk (clk),
		.new_clk (new_clock)
	);
	counter counter1 (
		.clk (clk),
		.count (count)
	);
	comparator comp1 (
		.a (duty_cycle),
		.b (count),
		.d_out (pwm)
	);
endmodule
`timescale 1ns / 1ps
module comparator
	(
		input wire [3:0] a,
		input wire [3:0] b,
		output wire d_out
	);
	assign d_out = (b < a) ? 1 : ((a == 4'b1111) ? 1 : 0);
endmodule
`timescale 1ns / 1ps
module counter(
	input wire clk,
	output reg [3:0] count
	);
	initial begin
		count = 4'b0000;
	end
	always @(posedge clk) begin
		count = (count == 4'b1111) ? 0 : (count + 1);
	end
endmodule
`timescale 1ns / 1ps
module freq_divider(
	input wire clk,
	output reg new_clk
	);
	reg [3:0] count = 0;
	always @(posedge clk) begin
		count <= count + 1;
	end
	always @(*) begin
		new_clk = (count == 0) ? 1 : 0;
	end	
endmodule
### flow/run.sh
#!/bin/bash
# OpenROAD 26Q1-2900-gdf79404cd8, Yosys 0.63+post, stock flow scripts
make -C /OpenROAD-flow-scripts/flow DESIGN_CONFIG=/design/flow/config.mk WORK_HOME=/design/flow/orfs finish
==> flow_summary.yaml <==
# implementation run metrics
run_status:
  outcome: "finished, final reports clean"
routing:
  wl_per_cell_um: 6.13
  viasPerCell: 2.63
  totalWireLength_um: 503
  drc: 0
  dr.pass1.iters: 4
  diodes: 0
  drt.antenna.violating_nets: 0
  vias: 216
  drt_iter0_markers: 11
cts:
  clk_latency_ns: 0.24
  htree_levels: 1
  clockBufferDepth: 2
  cts_hold_buf: 0
  cts_tree: "built"
  postCtsSetupBuffers: 0
  cts_made_buffers: 3
  cts_num_sinks: 4
  clk_pin_slew_ns: 0.04
  clock-root-buffer: "clkbuf_4"
timing:
  worst_clock_skew_ns: 0.00367
  finalHoldViolCount: 0
  timing.final.ws_setup_ns: 0.128
  worstMarginPinSlew_ns: 0.196
  period_used_share: 0.929
  fin_tns_setup_ns: 0
  period_needed_ns: 1.67
  max_freq_mhz: 598
  rsz0062_at_grt: "no"
  maxSlewViolCount: 0
  setup_viol: 0
  slew_headroom: 0.868
synthesis:
  ys_seq_share: 0.350
  synth_flops: 4
  ys_cells: 26
  yosys_warnings: 2
  yosysChipArea_um2: 229
  syn_area_per_cell_um2: 8.81
  synthesis.area_um2: 229
  synth_cell_types: 12
  synth_cells: 26
placement:
  place.gp.congestion: 0.735
  dpl_worst_slack_ns: -0.606
  post-dp-hpwl_um: 389
  io_buffer_count: 5
flow_run:
  cap_violations: 0
  warnings: 26
setup_path:
  critPathLaunch: "duty_cycle[3]"
  cp-start-kind: "primary input"
  slowest_stage: "ha_1"
  crit_type: "primary input to output port"
  rr_startpoint: "counter1.count[0]"
  arrival_ns: 1.31
  end_kind: "output port"
  cp_cell_sequence: "dlygate4sd2_1 -> inv_1 -> ha_1 -> nor2_1 -> a41oi_1 -> o31ai_2 -> buf_2"
  critPathMaxFanout: 2
  max_stage_delay_ns: 0.26
  required_ns: 1.44
global_routing:
  first_global_vias: 205
  gr-total-overflow: 0
  antenna_found_initial: 0
  grt_first_pass_wirelength_um: 917
  grt_max_degree: 6
  track_usage: 0.0179
power:
  vdd_drop_max_uv: 159
  p_per_area_nw_per_um2: 596
  power.leakage_nw: 0.151
  total_power_mw: 0.216
layout:
  largest_reg_flops: 4
  largestRegisters: "counter1.count: 4 flops"
  drive_above_1_share: 0.222
  final_layout_top_logic_cell: "inv_1"
  layout_top_cells: "inv_1 (5), ha_1 (4), dfxtp_1 (4)"
  syn_to_final_growth_pct: 58.5
  nFillCells: 400
  final_util: 0.106
  largest-register: "counter1.count"
floorplanning:
  fp_util: 0.0670
  ios: 7
  die-width_um: 80
  core_area_um2: 3420
  die_area_um2: 6400
  num_rows: 21
  die_h_um: 80
min_path:
  hp-start: "counter1.count[3]"
  hold_class: "register to register"
[Yosys cell counts]
cell | number | share of area
o21ai_0 | 1 | 0.022
nor2_1 | 2 | 0.033
o31ai_2 | 1 | 0.055
a31oi_1 | 2 | 0.055
nand3_1 | 1 | 0.022
dfxtp_1 | 4 | 0.35
inv_1 | 5 | 0.082
a21oi_1 | 2 | 0.044
xor2_1 | 1 | 0.038
o21ai_1 | 2 | 0.044
ha_1 | 4 | 0.22
a41oi_1 | 1 | 0.038
[critical path, delay by kind of cell]
| family | cells | cell delay, ns |
|---|---|---|
| AOI/OAI and AO/OA | 2 | 0.28 |
| adders and majority gates | 1 | 0.26 |
| buffers and inverters | 3 | 0.37 |
| and+or+nand+nor | 1 | 0.03 |
[routing by layer]
layer	share of wire	up-vias	global-route usage	routed length [um]
li1	-	113	-	-
met4	0	0	0.00528	0
met1	0.48	87	0.0227	239
met2	0.31	16	0.0185	157
met3	0.21	0	0.0193	106
met5	0	-	0	0
[cell families (layout without fill, tap and decap cells)]
family,after synthesis,after routing,synth area share
xor gates and xnor gates,1,1,0.0383
AOI/OAI and AO/OA,9,9,0.257
adders and majority gates,4,4,0.219
buffers and inverters,5,15,0.0820
and+or+nand+nor,3,3,0.0546
DFF,4,4,0.350
[area by class of cell]
| type | instances | area, um^2 | share of cell area |
|---|---|---|---|
| timing repair buffer | 7 | 53.8 | 0.148 |
| clock buffer | 3 | 22.5 | 0.0621 |
| sequential | 4 | 80.1 | 0.221 |
| inverter | 5 | 18.8 | 0.0517 |
| tap | 46 | 57.6 | 0.159 |
| multi-input combinational | 17 | 130 | 0.359 |
[repair_timing]
item,4_1_cts,5_1_grt
gates resized,6,3
pin swaps,1,1
setup endpoints to repair,1,1
[report_power, final]
part	switching (mW)	internal [mW]	leakage, nW
combinational	0.00596	0.00870	0.105
clock	0.0380	0.0747	0.0138
sequential	0	0.0891	0.0322
[final timing paths]
check / to / slack, ns / cells after the start
setup / recovery: pwm / 0.13 / 7
hold / removal: counter1.count[3] / 0.52 / 1
setup reg to reg: counter1.count[3] / 0.75 / 4
hold reg to reg: counter1.count[3] / 0.52 / 1
[metrics by stage]
stage / hold slack [ns] / area, um^2 / cells
after floorplan: 0.460 / 229 / 26
after global placement: 0.483 / 352 / 79
after detailed placement: 0.505 / 352 / 79
after CTS: 0.514 / 365 / 82
after global routing: 0.556 / 363 / 82
final: 0.518 / 363 / 82
Power and IR drop assume default switching activity.
