File: flow/config.mk
export PLATFORM = sky130hd
export DESIGN_NAME = fsm
export DESIGN_NICKNAME = fsm
export VERILOG_FILES = /design/flow/design.v
export SDC_FILE = /design/flow/constraint.sdc
export NUM_CORES = 4
export LEC_CHECK = 1
export CORE_AREA = 10 10 70 70
export DIE_AREA = 0 0 80 80
File: flow/constraint.sdc
current_design fsm

set clk_period 2.7
set clk_io_pct 0.2

create_clock -name clk0 -period $clk_period [get_ports {clk}]

set non_clock_inputs [all_inputs -no_clocks]
set_input_delay [expr $clk_period * $clk_io_pct] -clock clk0 $non_clock_inputs
set_output_delay [expr $clk_period * $clk_io_pct] -clock clk0 [all_outputs]
File: flow/design.v
`timescale 1ns / 1ps
module fsm(
    input wire clk, reset,
    input wire a, b,
    output reg inc, dec
    );
	localparam [2:0] idle 		= 3'b000;
	localparam [2:0] enter0 	= 3'b001;
	localparam [2:0] enter1 	= 3'b010;
	localparam [2:0] enter2 	= 3'b011;
	localparam [2:0] exit0 		= 3'b100;
	localparam [2:0] exit1 		= 3'b101;
	localparam [2:0] exit2 		= 3'b110;
	localparam [2:0] invalid 	= 3'b111;
	reg [2:0] state_reg;
	reg [2:0] state_next;
	initial begin
		state_reg = 0;
	end
	always @(posedge clk, posedge reset) begin
		if (reset)
			state_reg <= idle;
		else
			state_reg <= state_next;
	end
	always @(*) begin
		state_next <= state_reg;
		inc <= 0;
		dec <= 0;
		case (state_reg)
			idle:
				if ({a,b} == 2'b10)
					state_next <= enter0;
				else if ({a,b} == 2'b01)
					state_next <= exit0;
				else if ({a,b} == 2'b00)
					state_next <= idle;
				else if ({a,b} == 2'b11)
					state_next <= invalid;
			enter0:
				if ({a,b} == 2'b11)
					state_next <= enter1;
				else if ({a,b} == 2'b10)
					state_next <= enter0;
				else if ({a,b} == 2'b00)
					state_next <= idle;
			enter1:
				if ({a,b} == 2'b01)
					state_next <= enter2;
				else if ({a,b} == 2'b11)
					state_next <= enter1;
				else if ({a,b} == 2'b10)
					state_next <= enter0;
			enter2:
				if ({a,b} == 2'b00) begin
					inc <= 1;
					state_next <= idle;
				end
				else if ({a,b} == 2'b01)
					state_next <= enter2;
				else if ({a,b} == 2'b11)
					state_next <= enter1;
			exit0:
				if ({a,b} == 2'b11)
					state_next <= exit1;
				else if ({a,b} == 2'b01)
					state_next <= exit0;
				else if ({a,b} == 2'b00)
					state_next <= idle;
			exit1:
				if ({a,b} == 2'b10)
					state_next <= exit2;
				else if ({a,b} == 2'b11)
					state_next <= exit1;
				else if ({a,b} == 2'b01)
					state_next <= exit0;
			exit2:
				if ({a,b} == 2'b00) begin
					dec <= 1;
					state_next <= idle;
				end
				 else if ({a,b} == 2'b10)
					state_next <= exit2;
				else if ({a,b} == 2'b11)
					state_next <= exit1;
			invalid:
				state_next <= idle;
			default: state_next <= idle;
		endcase
	end
endmodule
File: flow/run.sh
#!/bin/bash
# OpenROAD 26Q1-2900-gdf79404cd8, Yosys 0.63+post, stock flow scripts
make -C /OpenROAD-flow-scripts/flow DESIGN_CONFIG=/design/flow/config.mk WORK_HOME=/design/flow/orfs finish
==> results_slide.txt <==
Synthesis and Place & Route Summary

GRT
  – GRT Overall Usage: 0.0317
  – Global-route wire length before repair: 1760 µm
  – Vias in the first global route: 410
  – Overflow after GRT: 0
  – Largest net degree at the start of global routing: 19
  – Number of antenna violations at the first check in global routing: 0

Floorplan
  – Width of the die: 80 µm
  – Site Rows: 21
  – Core ar.: 3420 µm²
  – I/O Pins: 6
  – Initial core utilization: 0.148
  – Chip area: 6400 µm²
  – Die height: 80 µm

Clocking
  – Total CTS buffers: 3
  – CTS tree: done
  – Setup bufs post-CTS: 0
  – Clk buf depth: 2
  – Clk latency late pin: 0.23 ns
  – Hold buffer count at CTS: 0
  – PostCTS Resize Cnt: 0
  – H-tree levels: 1
  – Root buffer cell: clkbuf_4
  – Clk slew on worst S/H paths: 0.04 ns
  – # clock sinks: 3

Route
  – Ant diodes: 0
  – DR WL/cell: 9.18 µm
  – ANT nets after route: 0
  – DRC: 0
  – Vias/cell: 4.11
  – Vias: 477
  – WL final: 1070 µm
  – First-pass DRT Iterations: 4
  – Initial DRC Count: 38

Run status
  – Outcome: finished clean

Run
  – OpenROAD warning count: 31
  – MaxCap Viol Count: 0

Worst setup path
  – Setup crit start kind: primary input
  – Cell count of the worst reg-to-reg path: 4
  – R2R setup slack: 0.89 ns
  – Worst-path maximum fanout: 3
  – CP endpoint kind: output port
  – FF-to-FF Start: state_reg[0]
  – Worst Setup Path Type: primary input to output port
  – R2r endpoint: state_reg[0]
  – Critical Path RT: 2.16 ns
  – Crit path DAT: 2.06 ns

Layout
  – Max reg flops: 3
  – Layout cells sized above 1: 0.100
  – Final Non-Filler Cells: 116
  – Layout area overhead: 23.3%
  – FILL cells: 373

Timing
  – Actual slew at the worst max-slew pin: 0.532 ns
  – Setup TNS: 0 ns
  – Max-slew violation count: 0
  – Post-layout period usage: 0.962
  – RSZ-0062 raised after global routing: no
  – Final Hold Viols: 0
  – Worst Skew: 0.00167 ns
  – Slew HR: 0.645
  – Final setup vio count: 0
  – F_max: 385 MHz
  – Post-layout min period: 2.60 ns

Power
  – Pleak: 0.266 nW
  – VDD IR max: 0.000190 V
  – Power Density: 800 nW/µm²

Synthesis
  – Warnings from Yosys: 1
  – Synth unique cells: 33
  – Post-Syn Instances: 63
  – Seq share, synth: 0.149
  – Number of cells in Yosys stat: 63
  – Synthesized cell area: 505 µm²
  – Post-synthesis chip area from yosys: 505 µm²
  – Syn Area/Cell: 8.02 µm²
  – Synth Register Bits: 3

Placed design
  – Hpwl dp: 774 µm
  – Dpl cells: 112
  – Final GP Congestion: 0.799
  – Port Buffers: 5

Worst hold path
  – Min-Delay Path Class: primary input to asynchronous set/reset pin
[worst max-delay path, cell delays in order]
cell and delay [ns]:
clkdlybuf4s50_1 0.42, inv_1 0.11, ha_1 0.18, nand2_1 0.08
nor3b_1 0.23, clkdlybuf4s50_1 0.50
[metrics by stage]
stage / power [mW] / cell area, µm² / util / setup WS (ns) / hold WS (ns)
2_1_floorplan: 0.387 / 505 / - / 0.703 / 0.294
3_3_place_gp: 0.410 / 597 / 0.175 / 0.116 / 0.720
3_5_place_dp: 0.411 / 597 / 0.175 / 0.0950 / 0.722
4_1_cts: 0.499 / 623 / 0.182 / 0.0900 / 0.469
5_1_grt: 0.547 / 623 / 0.182 / 0.0228 / 0.485
6_report: 0.498 / 623 / 0.182 / 0.103 / 0.472
[metal layers]
metal | share of wire | up-vias | track usage
met5 | 0 | - | 0
met3 | 0.059 | 2 | 0.00341
met2 | 0.45 | 18 | 0.0498
met1 | 0.47 | 212 | 0.0426
met4 | 0.020 | 0 | 0.0141
li1 | - | 245 | -
[cell type report]
| cell class | count | area [µm²] | share of cell area |
|---|---|---|---|
| inverters | 5 | 18.8 | 0.0301 |
| flip-flops and latches | 3 | 75.1 | 0.120 |
| multi-input cells | 49 | 365 | 0.586 |
| repair buffers | 9 | 80.1 | 0.129 |
| well taps | 46 | 57.6 | 0.0924 |
| clock buffers | 4 | 26.3 | 0.0422 |
[worst max path at each step]
stage | startpoint | to | slack (ns) | depth (start not counted)
4_1_cts | a | inc | 0.09 | 6
5_1_grt | a | inc | 0.02 | 6
6_report | a | inc | 0.10 | 6
[layout by cell type, fill, tap and decap left out]
cell type and n:
a22oi_1 1, nand3_1 1, nor4_1 1, nor2_1 2
clkbuf_4 3, clkdlybuf4s50_1 5, o31a_1 1, mux2i_1 1
o21ai_0 2, and2b_1 1, a21boi_0 1, o311a_1 1
a221o_1 1, a221oi_1 1, dfrtp_1 3, nand2b_1 1
a21oi_1 4, a21o_1 1, clkbuf_1 1, and4bb_1 1
o32a_1 2, inv_1 5, nor2b_1 1, o2bb2ai_1 1
a211o_1 1, ha_1 7, o22ai_1 1, or3b_1 1
or3_1 1, nor3b_1 1, nand2_1 5, buf_4 4
nor3_1 6, mux2_1 1
[Yosys cell counts (all sizes together)]
| cell type | n | area, µm² |
|---|---|---|
| a211o | 1 | 8.76 |
| a21boi | 1 | 7.51 |
| a21o | 1 | 7.51 |
| a21oi | 4 | 20.0 |
| a221o | 1 | 10.0 |
| a221oi | 1 | 8.76 |
| a22oi | 1 | 7.51 |
| and2b | 1 | 7.51 |
| and4bb | 1 | 12.5 |
| buf | 6 | 46.3 |
| dfrtp | 3 | 75.1 |
| ha | 7 | 87.6 |
| inv | 5 | 18.8 |
| mux2 | 1 | 11.3 |
| mux2i | 1 | 10.0 |
| nand2 | 5 | 18.8 |
| nand2b | 1 | 6.26 |
| nand3 | 1 | 5.00 |
| nor2 | 2 | 7.51 |
| nor2b | 1 | 6.26 |
| nor3 | 6 | 30.0 |
| nor3b | 1 | 7.51 |
| nor4 | 1 | 6.26 |
| o21ai | 2 | 10.0 |
| o22ai | 1 | 6.26 |
| o2bb2ai | 1 | 8.76 |
| o311a | 1 | 10.0 |
| o31a | 1 | 8.76 |
| o32a | 2 | 20.0 |
| or3 | 1 | 6.26 |
| or3b | 1 | 8.76 |
[report_power, final]
part           internal [mW]  switching, mW  leakage (nW)
sequential            0.0684         0.0924        0.0363
clock                 0.0555         0.0249        0.0150
combinational          0.155          0.102         0.215
total                  0.279          0.219         0.266
[cell families (layout without fill, tap and decap cells)]
family                     Yosys count  in the layout  synth area share
and+or+nand+nor                     22             22             0.243
adders and majority gates            7              7             0.173
muxes                                2              2            0.0421
AOI/OAI and AO/OA                   18             18             0.265
DFF                                  3              3             0.149
buffers and inverters               11             18             0.129
Power is estimated from default activity; no workload was simulated.
