==> design/flow/design.v <==
module disp_hex_mux
   (
    input wire clk, reset,
    input wire [3:0] hex3, hex2, hex1, hex0,   
    input wire [3:0] dp_in,              
    output reg [3:0] an,   
    output reg [7:0] sseg  
   );
   localparam N = 18;
   reg [N-1:0] q_reg;
   wire [N-1:0] q_next;
   reg [3:0] hex_in;
   reg dp;
   always @(posedge clk, posedge reset)
      if (reset)
         q_reg <= 0;
      else
         q_reg <= q_next;
   assign q_next = q_reg + 1;
   always @*
      case (q_reg[N-1:N-2])
         2'b00:
            begin
               an =  4'b1110;
               hex_in = hex0;
               dp = dp_in[0];
            end
         2'b01:
            begin
               an =  4'b1101;
               hex_in = hex1;
               dp = dp_in[1];
            end
         2'b10:
            begin
               an =  4'b1011;
               hex_in = hex2;
               dp = dp_in[2];
            end
         default:
            begin
               an =  4'b0111;
               hex_in = hex3;
               dp = dp_in[3];
            end
       endcase
   always @*
   begin
      case(hex_in)
         4'h0: sseg[6:0] = 7'b0000001;
         4'h1: sseg[6:0] = 7'b1001111;
         4'h2: sseg[6:0] = 7'b0010010;
         4'h3: sseg[6:0] = 7'b0000110;
         4'h4: sseg[6:0] = 7'b1001100;
         4'h5: sseg[6:0] = 7'b0100100;
         4'h6: sseg[6:0] = 7'b0100000;
         4'h7: sseg[6:0] = 7'b0001111;
         4'h8: sseg[6:0] = 7'b0000000;
         4'h9: sseg[6:0] = 7'b0000100;
         4'ha: sseg[6:0] = 7'b0001000;
         4'hb: sseg[6:0] = 7'b1100000;
         4'hc: sseg[6:0] = 7'b0110001;
         4'hd: sseg[6:0] = 7'b1000010;
         4'he: sseg[6:0] = 7'b0110000;
         default: sseg[6:0] = 7'b0111000;   
     endcase
     sseg[7] = dp;
   end
endmodule
==> design/flow/run.sh <==
#!/bin/bash
# OpenROAD 26Q1-2900-gdf79404cd8, Yosys 0.63+post, stock flow scripts
make -C /OpenROAD-flow-scripts/flow DESIGN_CONFIG=/design/flow/config.mk WORK_HOME=/design/flow/orfs finish
==> design/flow/config.mk <==
export PLATFORM = sky130hd
export DESIGN_NAME = disp_hex_mux
export DESIGN_NICKNAME = disp_hex_mux
export VERILOG_FILES = /design/flow/design.v
export SDC_FILE = /design/flow/constraint.sdc
export NUM_CORES = 4
export LEC_CHECK = 1
export CORE_AREA = 10 10 98 98
export DIE_AREA = 0 0 108 108
==> design/flow/constraint.sdc <==
current_design disp_hex_mux

set clk_period 4.5
set clk_io_pct 0.2

create_clock -name clk0 -period $clk_period [get_ports {clk}]

set non_clock_inputs [all_inputs -no_clocks]
set_input_delay [expr $clk_period * $clk_io_pct] -clock clk0 $non_clock_inputs
set_output_delay [expr $clk_period * $clk_io_pct] -clock clk0 [all_outputs]
==> job_summary.md <==
## Implementation flow summary

| Metric | Value |
|---|---|
| Result of the run | finished, final reports clean |
| Commonest non-fill, non-tap cell in the layout | sky130_fd_sc_hd__clkdlybuf4s50_1 |
| Core Area | 7650 sq um |
| Worst Path Class, Setup | in -> out |
| Signal arrival time at the worst endpoint | 3.02 ns |
| Share of layout cells above drive strength 1 | 9.22% |
| Power density over cell area | 207 nW/um^2 |
| Share of power burned in the clock network | 36.9% |
| Via count of the first global-routing pass | 922 |
| Number of detailed-routing iterations run before antenna repair | 3 |
| Count of vias placed by the detailed router | 884 |
| Number of enable flip-flop cells | 0 |
| Mean instance size in the synthesized netlist | 10.9 sq um |
| Logic pwr share | 16.0% |
| Vias per cell | 3.64 |
| Required arrival time at the worst endpoint | 3.60 ns |
| Post-synthesis cell count | 108 |
| Area figure in the yosys stat output | 1180 sq um |
| Synthesis warning total | 1 |
| Share of Yosys cell area claimed by the top area cell type | 38.1% |
| Synthesized cell area | 1180 sq um |
| Async S/R FF share, synth | 100% |
| Count of clock tree sinks | 18 |
| Number of violations reported at the end of detailed-routing iteration 0 | 11 |
| Max Clock Freq | 255 MHz |
| Number of setup violations in the final report | 0 |
| Cells resized by post-CTS repair | 0 |
| Number of standard cells reported by yosys | 108 |
| Setup crit start kind | input pin |
| Cell type with the largest total area after synthesis | sky130_fd_sc_hd__dfrtp_1 |
| Top post-synthesis cells by area | sky130_fd_sc_hd__dfrtp_1, sky130_fd_sc_hd__xnor2_1, sky130_fd_sc_hd__ha_1, sky130_fd_sc_hd__mux4_1, sky130_fd_sc_hd__mux4_2 |
| Critical path capture point type | output port |
| Worst-case register-to-register setup slack | 2.96 ns |
| Routed WL | 2460 microns |
| CTS tree | built |
| Sequential share of the synthesized area | 38.1% |
| Switching power of the nets | 67.5 uW |
| Switching power share of the total | 19.6% |
| Maximum fanout encountered on the critical timing path | 5 |
| Final period demand of the worst path | 3.92 ns |
| Horizontal die dimension | 108 microns |
| Post-DR wirelength/cell | 10.1 microns |
| Final count of hold timing violations | 0 |
| Met1 Wirelength | 1120 microns |
| Max stage delay on crit path | 0.53 ns |
| Finished layout cell area | 1660 sq um |
| Total of hold buffers inserted after clock tree synthesis | 0 |
| WHS | 0.471 ns |
| Post-CTS Repair Setup Buffers | 0 |
| FP Core Util | 15.5% |
| Final weighted congestion in routability-driven placement | 0.762 |
| Chip footprint | 11700 sq um |
| Post-Route Setup TNS | 0 ns |
| Top-Level Pins | 34 |
| Antenna fix cells | 0 |
| Count of pins over their slew limit | 0 |
| Worst supply voltage drop on vdd | 0.292 mV |
| Post-detailed-placement half-perimeter wirelength | 2020 microns |
| Cell row count | 32 |
| Met3 layer wire length in the routed design | 167 microns |
| Cells traversed along the worst timing path | clkdlybuf4s50_1 -> mux4_2 -> inv_1 -> ha_1 -> inv_1 -> nor2_1 -> a211oi_1 -> a31oi_1 -> clkdlybuf4s50_1 |
| Later-pin clock latency in the skew report | 0.25 ns |
| Register clock-pin slew on the reported worst setup and hold paths | 0.06 ns |
| Max Cap Violations | 0 |
| Initial antenna violation count | 0 |
| Max stage delay cell, worst path | sky130_fd_sc_hd__mux4_2 |
| IO buf count | 33 |
| Area after detailed placement | 1610 sq um |
| Number of synthesized register bits | 18 |
| CP Buf/Inv Count | 4 |
| Overflow left after global routing | 0 |
| Leakage power of the design | 0.660 nW |
| Post-route clock skew | 0.00184 ns |
| Cell at the root of the clock tree | sky130_fd_sc_hd__clkbuf_8 |
| Relative slew margins | 56.4% |
| Leading register cell type out of synthesis | sky130_fd_sc_hd__dfrtp_1 |
| Antenna Nets Post-Route | 0 |
| Portion of total power attributed to sequential cells | 47.1% |
| DRC violation count after routing | 0 |
| Min-delay worst type | reg -> reg |
| Final period util | 87.0% |
| Pin count of the biggest net entering global routing | 19 |
| Tally of OpenROAD warnings | 29 |
| Top Metal Used | met4 |
| Transition time at the pin with the least slew margin | 0.654 ns |
| Number of H-tree levels | 1 |
| Setup repair after global routing missed its margin | false |
| Wire length of the first global-routing pass | 4210 microns |
| Synthesis-to-finish area growth | 40.4% |
| Total internal power | 276 uW |
| Count of distinct cell types in the synthesized netlist | 33 |
| Clock tree buffer depth | 2 |
| CP delay by family, top | buffers and inverters |
| Die span in y | 108 microns |
| Number of buffers created by CTS | 3 |
| Combined global-route utilization of all metal layers | 4.28% |
| Number of flip-flops in the largest register | 18 |
| Top cells excl fill/tap | sky130_fd_sc_hd__clkdlybuf4s50_1, sky130_fd_sc_hd__dfrtp_1, sky130_fd_sc_hd__xnor2_1 |
| Met2 Wirelength | 1160 microns |
-- synth_stat cells (2+ instances only) --
| library cell | n |
|---|---|
| sky130_fd_sc_hd__or2_2 | 2 |
| sky130_fd_sc_hd__o22ai_1 | 3 |
| sky130_fd_sc_hd__nand4_1 | 5 |
| sky130_fd_sc_hd__mux4_1 | 3 |
| sky130_fd_sc_hd__xor2_1 | 4 |
| sky130_fd_sc_hd__nor4_1 | 2 |
| sky130_fd_sc_hd__dfrtp_1 | 18 |
| sky130_fd_sc_hd__xnor2_1 | 12 |
| sky130_fd_sc_hd__nand3_1 | 5 |
| sky130_fd_sc_hd__nor2_1 | 4 |
| sky130_fd_sc_hd__mux4_2 | 3 |
| sky130_fd_sc_hd__nor3_1 | 2 |
| sky130_fd_sc_hd__nand2_1 | 9 |
| sky130_fd_sc_hd__ha_1 | 7 |
| sky130_fd_sc_hd__inv_1 | 8 |
| sky130_fd_sc_hd__nand2b_1 | 2 |
| sky130_fd_sc_hd__buf_6 | 2 |
| sky130_fd_sc_hd__o21a_1 | 2 |
-- final cells by class --
class / count / area, sq um
Clock buffer: 4 / 55.1
Inverter: 9 / 33.8
Sequential cell: 18 / 450
Tap cell: 102 / 128
Fill cell: 817 / 5990
Timing Repair Buffer: 33 / 330
Multi-Input combinational cell: 77 / 663
-- power groups by stage --
stage,logic (mW),clock network (mW),registers (mW)
CTS,0.0561,0.131,0.162
finish,0.0549,0.127,0.162
global route,0.0614,0.140,0.162
-- stage by stage --
| step | instances | total power [mW] | setup WS, ns | utilization (%) |
|---|---|---|---|---|
| after floorplan | 108 | 0.188 | 1.60 | - |
| after global placement | 239 | 0.221 | 0.598 | 21.0 |
| after detailed placement | 239 | 0.221 | 0.572 | 21.0 |
| after CTS | 243 | 0.349 | 0.571 | 21.7 |
| after global routing | 243 | 0.363 | 0.424 | 21.7 |
| final | 243 | 0.344 | 0.584 | 21.7 |
-- final timing paths --
path / cells after the start / startpoint / endpoint
setup / recovery: 9 / hex2[1] / sseg[3]
hold / removal: 1 / q_reg[14]$_DFF_PP0_ / q_reg[14]$_DFF_PP0_
setup reg to reg: 5 / q_reg[0]$_DFF_PP0_ / q_reg[14]$_DFF_PP0_
hold reg to reg: 1 / q_reg[14]$_DFF_PP0_ / q_reg[14]$_DFF_PP0_
max in group asynchronous: 2 / reset / q_reg[8]$_DFF_PP0_
min in group asynchronous: 2 / reset / q_reg[0]$_DFF_PP0_
-- worst reg2reg max path: cells and delay by family (launching register included) --
kind                       cells  cell delay [ns]
DFF                            1             0.40
and+or+nand+nor                3             0.64
adders and majority gates      1             0.24
xor gates and xnor gates       1             0.14
-- logic make-up (layout without fill, tap and decap cells) --
group                      Yosys count  in the layout  share of synthesized area [%]
AOI/OAI and AO/OA                   11             11                           6.46
xor gates and xnor gates            16             16                           11.9
adders and majority gates            7              7                           7.41
buffers and inverters               13             46                           5.82
DFF                                 18             18                           38.1
muxes                                8              8                           14.6
and+or+nand+nor                     35             35                           15.8
-- metal layers --
metal / vias up / track usage [%]
li1: 451 / -
met2: 20 / 7.50
met1: 411 / 5.42
met5: - / 0
met4: 0 / 0.286
met3: 2 / 1.08
No activity file was given, so power comes from the tool's default toggle rates.
